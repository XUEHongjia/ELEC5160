===== /design/flow/run.sh =====
#!/bin/bash
# OpenROAD 26Q1-2900-gdf79404cd8, Yosys 0.63+post, stock flow scripts
make -C /OpenROAD-flow-scripts/flow DESIGN_CONFIG=/design/flow/config.mk WORK_HOME=/design/flow/orfs finish

===== /design/flow/config.mk =====
export PLATFORM = sky130hd
export DESIGN_NAME = add_N
export DESIGN_NICKNAME = add_N
export VERILOG_FILES = /design/flow/design.v
export SDC_FILE = /design/flow/constraint.sdc
export NUM_CORES = 4
export LEC_CHECK = 1
export CORE_AREA = 10 10 70 70
export DIE_AREA = 0 0 80 80

===== /design/flow/constraint.sdc =====
current_design add_N

set clk_period 6.5
set clk_io_pct 0.2

create_clock -name clk0 -period $clk_period

set non_clock_inputs [all_inputs -no_clocks]
set_input_delay [expr $clk_period * $clk_io_pct] -clock clk0 $non_clock_inputs
set_output_delay [expr $clk_period * $clk_io_pct] -clock clk0 [all_outputs]

===== /design/flow/design.v =====
`timescale 1ns / 1ps
module Posit_add_N32_ES6_PIPE5(clk, in1, in2, start, out, inf, zero, done);
function [31:0] log2;
input reg [31:0] value;
	begin
	value = value-1;
	for (log2=0; value>0; log2=log2+1)
        	value = value>>1;
      	end
endfunction
parameter N = 32;
parameter Bs = log2(N); 
parameter es = 6;
input clk;
input [N-1:0] in1, in2;
input start; 
output reg [N-1:0] out;
output reg inf, zero;
output reg done;
wire start0= start;
wire s1 = in1[N-1];
wire s2 = in2[N-1];
wire zero_tmp1 = |in1[N-2:0];
wire zero_tmp2 = |in2[N-2:0];
wire inf1 = in1[N-1] & (~zero_tmp1),
	inf2 = in2[N-1] & (~zero_tmp2);
wire zero1 = ~(in1[N-1] | zero_tmp1),
	zero2 = ~(in2[N-1] | zero_tmp2);
wire inf_t = inf1 | inf2,
	zero_t = zero1 & zero2;
wire rc1, rc2;
wire [Bs-1:0] regime1, regime2;
wire [es-1:0] e1, e2;
wire [N-es-1:0] mant1, mant2;
wire [N-1:0] xin1 = s1 ? -in1 : in1;
wire [N-1:0] xin2 = s2 ? -in2 : in2;
wire in1_gt_in2 = (xin1[N-2:0] >= xin2[N-2:0]) ? 1'b1 : 1'b0;
data_extract_N32_ES6 #(.N(N),.es(es)) uut_de1(.in(xin1), .rc(rc1), .regime(regime1), .exp(e1), .mant(mant1));
data_extract_N32_ES6 #(.N(N),.es(es)) uut_de2(.in(xin2), .rc(rc2), .regime(regime2), .exp(e2), .mant(mant2));
wire [N-es:0] m1 = {zero_tmp1,mant1}, 
	m2 = {zero_tmp2,mant2};
reg start_r0; 
reg in1_gt_in2_r0, s1_r0, s2_r0, inf_r0, zero_r0, rc1_r0, rc2_r0;
reg [Bs-1:0] regime1_r0, regime2_r0;
reg [es-1:0] e1_r0, e2_r0;
reg [N-es:0] m1_r0, m2_r0;
always @(posedge clk) begin
start_r0 <= start0; in1_gt_in2_r0 <= in1_gt_in2; s1_r0 <= s1; s2_r0 <= s2; 
inf_r0 <= inf_t; zero_r0 <= zero_t; rc1_r0 <= rc1; rc2_r0 <= rc2;
regime1_r0 <= regime1; regime2_r0 <= regime2; 
e1_r0 <= e1; e2_r0 <= e2;
m1_r0 <= m1; m2_r0 <= m2;
end
wire ls = in1_gt_in2_r0 ? s1_r0 : s2_r0;
wire op = s1_r0 ~^ s2_r0;
wire lrc = in1_gt_in2_r0 ? rc1_r0 : rc2_r0;
wire src = in1_gt_in2_r0 ? rc2_r0 : rc1_r0;
wire [Bs-1:0] lr = in1_gt_in2_r0 ? regime1_r0 : regime2_r0;
wire [Bs-1:0] sr = in1_gt_in2_r0 ? regime2_r0 : regime1_r0;
wire [es-1:0] le = in1_gt_in2_r0 ? e1_r0 : e2_r0;
wire [es-1:0] se = in1_gt_in2_r0 ? e2_r0 : e1_r0;
wire [N-es:0] lm = in1_gt_in2_r0 ? m1_r0 : m2_r0;
wire [N-es:0] sm = in1_gt_in2_r0 ? m2_r0 : m1_r0;
wire [es+Bs+1:0] diff;
assign diff = {lrc ? {2'b0,lr} : -lr,le} - {src ? {2'b0,sr} : -sr, se};
wire [Bs-1:0] exp_diff = (|diff[es+Bs:Bs]) ? {Bs{1'b1}} : diff[Bs-1:0];
wire [N-1:0] DSR_right_in = {sm,5'b0};
wire [N-1:0] DSR_right_out;
wire [Bs-1:0] DSR_e_diff  = exp_diff;
DSR_right_N_S #(.N(N), .S(Bs))  dsr1(.a(DSR_right_in), .b(DSR_e_diff), .c(DSR_right_out));
reg start_r1;
reg ls_r1, op_r1, lrc_r1, inf_r1, zero_r1;
reg [Bs-1:0] lr_r1;
reg [es-1:0] le_r1;
reg [N-es:0] lm_r1;
reg [N-1:0] DSR_right_out_r1;
always @(posedge clk) begin
start_r1 <= start_r0; ls_r1 <= ls; op_r1 <= op; inf_r1 <= inf_r0; zero_r1 <= zero_r0;
lrc_r1 <= lrc;
le_r1 <= le;
lr_r1 <= lr;
lm_r1 <= lm;
DSR_right_out_r1 <= DSR_right_out;
end
wire [N-1:0] add_m_in1 = {lm_r1,5'b0};
wire [N:0] add_m;
add_sub_N #(.N(N)) uut_add_sub_N (op_r1, add_m_in1, DSR_right_out_r1, add_m);
wire [1:0] mant_ovf = add_m[N:N-1];
wire [N-1:0] LOD_in = {(add_m[N] | add_m[N-1]), add_m[N-2:0]};
wire [Bs-1:0] left_shift;
LOD_32 l2(.in(LOD_in), .out(left_shift));
reg start_r2;
reg ls_r2, lrc_r2, inf_r2, zero_r2;
reg [Bs-1:0] lr_r2, left_shift_r2;
reg [es-1:0] le_r2;
reg [N:0] add_m_r2;
reg [1:0] mant_ovf_r2;
always @(posedge clk) begin
start_r2 <= start_r1; ls_r2 <= ls_r1; inf_r2 <= inf_r1; zero_r2 <= zero_r1;
lrc_r2 <= lrc_r1; lr_r2 <= lr_r1; le_r2 <= le_r1;
left_shift_r2 <= left_shift;
add_m_r2 <= add_m;
mant_ovf_r2 <= mant_ovf;
end
wire [N-1:0] DSR_left_out_t;
DSR_left_N_S #(.N(N), .S(Bs)) dsl1(.a(add_m_r2[N:1]), .b(left_shift_r2), .c(DSR_left_out_t));
wire [N-1:0] DSR_left_out = DSR_left_out_t[N-1] ? DSR_left_out_t[N-1:0] : {DSR_left_out_t[N-2:0],1'b0}; 
wire [Bs:0] lr_N = lrc_r2 ? {1'b0,lr_r2} : -{1'b0,lr_r2};
wire [es+Bs+1:0] le_o_tmp, le_o;
sub_N #(.N(es+Bs+1)) sub3 ({lr_N,le_r2}, {{es+1{1'b0}},left_shift_r2}, le_o_tmp);
add_mantovf #(es+Bs+1) uut_add_mantovf (le_o_tmp, mant_ovf_r2[1], le_o);
wire [es+Bs:0] le_oN = le_o[es+Bs] ? -le_o : le_o;
wire [es-1:0] e_o = le_o[es-1:0];
wire [Bs-1:0] r_o = (~le_o[es+Bs] || (|le_o[es-1:0])) + le_oN[es+Bs-1:es];
wire [2*N-1+3:0] tmp_o;
assign tmp_o = { {N{~le_o[es+Bs]}}, le_o[es+Bs], e_o, DSR_left_out[N-2:4], |DSR_left_out[3:0]};
reg start_r3, ls_r3, inf_r3, zero_r3;
reg [2*N-1+3:0] tmp_o_r3;
reg [Bs-1:0] r_o_r3;
reg [N-1:0] DSR_left_out_r3;
always @(posedge clk) begin
start_r3 <= start_r2; ls_r3 <= ls_r2; inf_r3 <= inf_r2; zero_r3 <= zero_r2;
r_o_r3 <= r_o;
tmp_o_r3 <= tmp_o;
DSR_left_out_r3 <= DSR_left_out;
end
wire [3*N-1+3:0] tmp1_o;
DSR_right_N_S #(.N(3*N+3), .S(Bs)) dsr2 (.a({tmp_o_r3,{N{1'b0}}}), .b(r_o_r3), .c(tmp1_o));
wire L = tmp1_o[N+4], G = tmp1_o[N+3], R = tmp1_o[N+2], St = |tmp1_o[N+1:0],
     ulp = ((G & (R | St)) | (L & G & ~(R | St)));
wire [N-1:0] rnd_ulp = {{N-1{1'b0}},ulp};
wire [N-1:0] tmp1_o_rnd = (r_o_r3 < N-es-2) ? tmp1_o[2*N-1+3:N+3] + rnd_ulp : tmp1_o[2*N-1+3:N+3];
wire [N-1:0] tmp1_oN = ls_r3 ? -tmp1_o_rnd : tmp1_o_rnd;
wire [N-1:0] out_tmp = inf_r3|zero_r3|(~DSR_left_out_r3[N-1]) ? {inf_r3,{N-1{1'b0}}} : {ls_r3, tmp1_oN[N-1:1]};  
always @(posedge clk) begin
out <= out_tmp;
done <= start_r3;
inf <= inf_r3;
zero <= zero_r3;
end
endmodule
module data_extract_N32_ES6(in, rc, regime, exp, mant);
function [31:0] log2;
input reg [31:0] value;
	begin
	value = value-1;
	for (log2=0; value>0; log2=log2+1)
        	value = value>>1;
      	end
endfunction
parameter N=32;
parameter Bs=log2(N);
parameter es = 6;
input [N-1:0] in;
output rc;
output [Bs-1:0] regime;
output [es-1:0] exp;
output [N-es-1:0] mant;
wire [N-1:0] xin = in;
assign rc = xin[N-2];
wire [N-1:0] xin_r = rc ? ~xin : xin;
wire [Bs-1:0] k;
LOD_32 uut_lod32_5 (.in({xin_r[N-2:0],rc^1'b0}), .out(k));
assign regime = rc ? k-1 : k;
wire [N-1:0] xin_tmp;
DSR_left_N_S #(.N(N), .S(Bs)) ls (.a({xin[N-3:0],2'b0}),.b(k),.c(xin_tmp));
assign exp= xin_tmp[N-1:N-es];
assign mant= xin_tmp[N-es-1:0];
endmodule
module sub_N (a,b,c);
parameter N=10;
input [N-1:0] a,b;
output [N:0] c;
assign c = {1'b0,a} - {1'b0,b};
endmodule
module add_N (a,b,c);
parameter N=10;
input [N-1:0] a,b;
output [N:0] c;
assign c = {1'b0,a} + {1'b0,b};
endmodule
module add_sub_N (op,a,b,c);
parameter N=10;
input op;
input [N-1:0] a,b;
output [N:0] c;
assign c = op ? {1'b0,a} + {1'b0,b} : {1'b0,a} - {1'b0,b};
endmodule
module add_mantovf (a,mant_ovf,c);
parameter N=10;
input [N:0] a;
input mant_ovf;
output [N:0] c;
assign c = a + mant_ovf;
endmodule
module DSR_left_N_S(a,b,c);
        parameter N=16;
        parameter S=4;
        input [N-1:0] a;
        input [S-1:0] b;
        output [N-1:0] c;
wire [N-1:0] tmp [S-1:0];
assign tmp[0]  = b[0] ? a << 7'd1  : a; 
genvar i;
generate
	for (i=1; i<S; i=i+1)begin:loop_blk
		assign tmp[i] = b[i] ? tmp[i-1] << 2**i : tmp[i-1];
	end
endgenerate
assign c = tmp[S-1];
endmodule
module DSR_right_N_S(a,b,c);
        parameter N=16;
        parameter S=4;
        input [N-1:0] a;
        input [S-1:0] b;
        output [N-1:0] c;
wire [N-1:0] tmp [S-1:0];
assign tmp[0]  = b[0] ? a >> 7'd1  : a; 
genvar i;
generate
	for (i=1; i<S; i=i+1)begin:loop_blk
		assign tmp[i] = b[i] ? tmp[i-1] >> 2**i : tmp[i-1];
	end
endgenerate
assign c = tmp[S-1];
endmodule
module LOD_32(in, out);
input [31:0] in;
output [4:0] out;
wire [3:0] out_l, out_h;
wire out_vl, out_vh;
LOD16_4 pl(.in(in[15:0]), .out(out_l), .out_v(out_vl));
LOD16_4 ph(.in(in[31:16]), .out(out_h), .out_v(out_vh));
assign out = out_vh ? {1'b0,out_h} : {out_vl,out_l};
endmodule
module LOD16_4(in, out, out_v);
input [15:0] in;
output [3:0] out;
output out_v;
wire [2:0] out_l, out_h;
wire out_vl, out_vh;
LOD8_3 pl(.in(in[7:0]), .out(out_l), .out_v(out_vl));
LOD8_3 ph(.in(in[15:8]), .out(out_h), .out_v(out_vh));
assign out = out_vh ? {1'b0,out_h} : {out_vl,out_l};
assign out_v = out_vl | out_vh;
endmodule
module LOD8_3(in, out, out_v);
input [7:0] in;
output [2:0] out;
output out_v;
wire [1:0] out_l, out_h;
wire out_vl, out_vh;
LOD4_2 pl(.in(in[3:0]), .out(out_l), .out_v(out_vl));
LOD4_2 ph(.in(in[7:4]), .out(out_h), .out_v(out_vh));
assign out = out_vh ? {1'b0,out_h} : {out_vl,out_l};
assign out_v = out_vl | out_vh;
endmodule
module LOD4_2(in, out, out_v);
input [3:0] in;
output [1:0] out;
output out_v;
wire out_l, out_h;
wire out_vl, out_vh;
LOD2_1 pl(.in(in[1:0]), .out(out_l), .out_v(out_vl));
LOD2_1 ph(.in(in[3:2]), .out(out_h), .out_v(out_vh));
assign out = out_vh ? {1'b0,out_h} : {out_vl,out_l};
assign out_v = out_vl | out_vh;
endmodule
module LOD2_1(in, out, out_v);
input [1:0] in;
output out;
output out_v;
assign out = ~in[1] & in[0];
assign out_v = |in;
endmodule

==> summary.txt <==
Physical implementation status

The share of the Yosys chip area taken by registers is 0. The area fraction in full adders, half adders and majority gates stands at 0.339. Once placement finished, the instance area stood at 796 µm².

The tightest slew margin relative to the limit stands at 0.797. Per the OpenROAD floorplan log, the area of the core is 3420 µm². Of the cells placed in the final design, the portion with a size suffix greater than 1 is 0.0471. The number of buffers inserted by post-CTS setup repair stands at 0. The synthesis stats list as the most numerous cell sky130_fd_sc_hd__ha_1. The worst-margin pin slew stands at 0.301 ns.

The cell area that synthesis handed to floorplanning was 428 µm². The routed length on met3 stands at 186 µm. Yosys stat counts 54 cells in the synthesized netlist. The post-route clock period utilization stands at 0.753. Synthesis produced a netlist whose cell count is 54. The report shows a maximum critical-path fanout of 2. The detail-routed net length per standard cell stands at 11.4 µm. After detailed routing, the number of vias per cell comes to 3.76.

Max-slew check failures listed in the final report amount to 0. Per the synthesis report, the simple-gate share of the synthesized area is 0.167. The detailed-route wire length stands at 1.49 mm.

The number of filler instances in the final layout stands at 382. The share of the core filled by cells before placement stands at 0.125. The reported max-cap violation count stands at 0. After legalization and detailed placement, the total HPWL measured 1.31 mm. By count the netlist is led by sky130_fd_sc_hd__ha_1 (10), sky130_fd_sc_hd__a21oi_1 (6), sky130_fd_sc_hd__xnor2_1 (6). STA classifies the critical path startpoint as a primary input.

The initial antenna violation count is 0. Summing all multiplexer cells gives an area fraction of 0. The die width stands at 80 µm. The flow ran to the end, and the final reports show no timing, DRC or antenna violations. The clock period minus worst slack stands at 4.89 ns. The floorplan step defined a die boundary enclosing 6400 µm². The routed design ends up with an antenna cell count of 0. The post-synthesis share of cell area spent on xor and xnor gates stands at 0.164. The total negative setup slack stands at 0 ns. The detailed router used layers up to and including met3.

Among the non-sequential cells, adder cells take the most area. STA classifies the critical path endpoint as an output pin. For this block, wires on met1 add up to 773 µm. The number of input and output port buffers inserted stands at 31. A synthesized cell averages 7.92 µm². The cell-mix breakdown from Yosys lists the compound-gate area share as 0.295.

The OpenROAD warning count stands at 32. The count of unique library cells instantiated by Yosys stands at 22. The top-level port count stands at 31. The floorplan die height stands at 80 µm.

At the placement stage, the worst setup path has a slack of 1.62 ns. Per the gpl log, the routability congestion estimate is 0.797. The data arrival time of the critical path stands at 3.59 ns. After the first detailed-routing iteration, the DRC count stood at 11. The data required time of the worst path stands at 5.20 ns. The sum of met2 wire segment lengths after detailed routing stands at 531 µm.

In the setup report, the worst path falls into the class in -> out. The end-of-flow timing check tallies setup violations at 0. The area overhead of the layout relative to synthesis stands at 86.0%. The synthesis log from Yosys contains 0 warnings. The quantity of gates resized following cts stands at 0.

The final sequential cell count stands at 0. Setup repair after global routing left no endpoint under its margin. The global-route usage over all layers stands at 0.0423. The tightest min-delay check is of the in -> out type. The synthesized design spends more area on one cell type than any other, namely sky130_fd_sc_hd__ha_1. The script extracted a total leakage power of 0.339 nW. Entering global routing, the biggest net connects 7 pins. Per the post-route antenna check, the number of violating nets is 0.

The maximum clock frequency stands at 204 MHz. The synthesis report lists the most area-consuming cells as sky130_fd_sc_hd__ha_1 (29%), sky130_fd_sc_hd__xnor2_1 (12%), sky130_fd_sc_hd__a21oi_1 (7.0%), sky130_fd_sc_hd__a21o_1 (5.3%), sky130_fd_sc_hd__fa_1 (4.7%). The sequential cell area in the final layout stands at 0 µm². The total grt overflow stands at 0. The first detailed-routing pass ran for 4 iterations.

The finished cells cover 796 µm². The maximum vdd drop stands at 0.0000346 V. The first-pass GRT wire length stands at 2.28 mm. In this run, post-CTS hold repair placed 0 buffers.

The number of global-route vias before repair stands at 489. The total cell area reported by yosys after synthesis stands at 428 µm². The power per cell area stands at 96.8 nW/µm². The number of vias after detailed routing stands at 493. After detailed routing, the number of remaining DRC violations is 0. Setup slack closes at 1.61 ns. The area fraction of the largest cell type after synthesis is 0.292. The final hold violation count recorded for this run is 0. The final layout report lists a clock buffer count of 0. The initialized floorplan defines 21 standard-cell rows.
==> through the flow <==
| stage | power [mW] | utilization | instances | hold WS [ns] |
|---|---|---|---|---|
| after floorplan | 0.0320 | - | 54 | 2.67 |
| after global placement | 0.0775 | 0.233 | 131 | 3.64 |
| after detailed placement | 0.0775 | 0.233 | 131 | 3.64 |
| after CTS | 0.0782 | 0.233 | 131 | 3.65 |
| after global routing | 0.0854 | 0.233 | 131 | 3.68 |
| final | 0.0770 | 0.233 | 131 | 3.65 |
==> worst paths after layout <==
path / startpoint / to / slack (ns) / depth (start not counted)
hold / removal: b[0] / c[0] / 3.65 / 3
setup / recovery: a[0] / c[8] / 1.61 / 10
==> cell type report <==
| class | count | area [µm²] | share of cell area |
|---|---|---|---|
| Tap cell | 46 | 57.6 | 0.0723 |
| Inverter | 4 | 15.0 | 0.0189 |
| Timing Repair Buffer | 31 | 310 | 0.390 |
| Multi-Input combinational cell | 50 | 413 | 0.519 |
==> per-layer routing <==
layer / track usage / vias to the layer above
met5: 0 / -
met4: 0 / 0
met3: 0.0148 / 0
met2: 0.0634 / 24
met1: 0.0602 / 211
li1: - / 258
==> report_power, final <==
group	switching (mW)	leakage [nW]	internal, mW
clock	0	0	0
sequential	0	0	0
combinational	0.0258	0.339	0.0512
total	0.0258	0.339	0.0512
==> kinds of logic (layout without fill, tap and decap cells) <==
group	Yosys count	after routing
xor+xnor	8	8
fa+ha+maj	11	11
buf+inv	4	35
simple gates	13	13
compound gates	18	18
==> critical path, cell delays in order <==
cell,delay [ns]
sky130_fd_sc_hd__clkdlybuf4s50_1,0.41
sky130_fd_sc_hd__ha_1,0.22
sky130_fd_sc_hd__inv_1,0.07
sky130_fd_sc_hd__fa_1,0.20
sky130_fd_sc_hd__nor2b_1,0.06
sky130_fd_sc_hd__o21a_1,0.18
sky130_fd_sc_hd__a31o_1,0.25
sky130_fd_sc_hd__o41ai_2,0.26
sky130_fd_sc_hd__xnor2_1,0.16
sky130_fd_sc_hd__clkdlybuf4s50_1,0.50
==> cells in the final DEF, fill, tap and decap left out, drive strengths merged, types with 2 or more instances in the layout <==
| cell type | count |
|---|---|
| a21oi | 6 |
| o21a | 2 |
| nor2 | 2 |
| nand2 | 2 |
| xor2 | 2 |
| nand2b | 2 |
| ha | 10 |
| and3 | 3 |
| clkdlybuf4s50 | 31 |
| xnor2 | 6 |
| inv | 4 |
| o21ai | 3 |
| a21o | 3 |
Power is estimated from default activity; no workload was simulated.
