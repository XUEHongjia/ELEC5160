--- /design/flow/run.sh ---
#!/bin/bash
# OpenROAD 26Q1-2900-gdf79404cd8, Yosys 0.63+post, stock flow scripts
make -C /OpenROAD-flow-scripts/flow DESIGN_CONFIG=/design/flow/config.mk WORK_HOME=/design/flow/orfs finish
--- /design/flow/config.mk ---
export PLATFORM = sky130hd
export DESIGN_NAME = HDB3_encoder
export DESIGN_NICKNAME = HDB3_encoder
export VERILOG_FILES = /design/flow/design.v
export SDC_FILE = /design/flow/constraint.sdc
export NUM_CORES = 4
export LEC_CHECK = 1
export CORE_AREA = 10 10 70 70
export DIE_AREA = 0 0 80 80
--- /design/flow/constraint.sdc ---
current_design HDB3_encoder

set clk_period 1.6
set clk_io_pct 0.2

create_clock -name clk0 -period $clk_period [get_ports {clk}]

set non_clock_inputs [all_inputs -no_clocks]
set_input_delay [expr $clk_period * $clk_io_pct] -clock clk0 $non_clock_inputs
set_output_delay [expr $clk_period * $clk_io_pct] -clock clk0 [all_outputs]
--- /design/flow/design.v ---
`timescale 1ns / 1ps
module add_v(
    input clk,
    input reset,
    input data_in,
    output reg [1:0] data_v
);
parameter HDB3_0 = 2'B00;  
parameter HDB3_1 = 2'B01;  
parameter HDB3_B = 2'B11;  
parameter HDB3_V = 2'B10;  
reg [1:0]count = 0;
always @( posedge clk ) begin
if ( reset ) begin
count <= 0;
data_v <= 0;
end
else begin
  if(data_in == 1'b1) begin
    count <= 0; 
    data_v <= 2'b01;
  end
  else begin
    count <= count + 1;
    if(count == 2'd3) begin
      data_v <= 2'b11;
      count <= 0;
    end
    else
      data_v <= 0;
    end
end
end
endmodule
module add_b(
  input clk,
  input reset, 
  input [1:0]add_b_in,
  output [1:0]add_b_out
);
reg firstv = 0;
reg enen = 1;
reg [1:0] d[3:0];
always @( posedge clk ) begin
if ( reset ) begin
firstv <= 0;
enen <= 1;
d[0] <= 0;
d[1] <= 0;
d[2] <= 0;
d[3] <= 0;
end
else begin
  d[3] <= d[2];
  d[2] <= d[1];
  d[1] <= d[0];
  d[0] <= add_b_in;
  if(d[0] == 2'b11) begin 
    enen <= 1;
    firstv <= 0;
  end
  else if(d[0] == 2'b01) begin
    enen <= ~enen;
    firstv <= 1;
  end
  else
    firstv <= 1;
  end
end
assign add_b_out = enen && (firstv == 1) && (d[0] == 2'b11) ? 2'b10 : d[3];
endmodule
module polar(
  input clk,
  input reset,
  input [1:0]polar_in,
  output reg [1:0]polar_out
);
reg even = 1;
always @( posedge clk ) begin
if (reset) begin
even <= 1;
polar_out <= 0;
end
else begin
  if(polar_in == 2'b11) begin 
    polar_out <= even ? 2'b01 : 2'b10;
  end
  else if(polar_in == 2'b01 || polar_in == 2'b10) begin
    polar_out <= even ? 2'b10 : 2'b01;
    even <= ~even;
  end
  else begin 
    polar_out <= 2'b00;
  end 
end 
end
endmodule  
module HDB3_encoder(
input clk,
input reset,
input data_in,
output HDB3_encode_P,
output HDB3_encode_N
);
wire [1:0] data_v;
add_v add_v_u1(
  .clk(clk),
  .reset(reset),
  .data_in(data_in),
  .data_v(data_v)
);
wire [1:0]data_b;
add_b add_b_u1(
  .clk(clk),
  .reset(reset),
  .add_b_in(data_v),
  .add_b_out(data_b)
);
wire [1:0]hdb3_code;
polar polar_u1(
  .clk(clk),
  .reset(reset),
  .polar_in(data_b),
  .polar_out(hdb3_code)
);
assign HDB3_encode_P = hdb3_code[1];
assign HDB3_encode_N = hdb3_code[0];
endmodule
==> results.yml <==
# synthesis and place-and-route metrics
outcome:
  run_status: "complete, no violations"
grt:
  grt_antenna_before_repair: 0
  grtUsageTotal_pct: 2.22
  grt_start_max_net_pins: 19
  overflow: 0
  grt_pass1_wl_microns: 1170
  grt_pass1_vias: 276
synthesis:
  avgSynthCellArea_sq_um: 11.7
  ys_seq_share_pct: 60.9
  syn_inst: 48
  syn_area_sq_um: 559
  ys_ff: 17
  ys_types: 20
  ys_warn_count: 4
  ys_cells: 48
  ys_chip_area_sq_um: 559
place:
  port_buffers: 4
  dp.cells: 98
  hpwl_microns: 495
  gp_congestion: 0.740
setup_path:
  crit_chain: "nand4_1 > and2_4 > ha_4 > or3b_1 > a21oi_2"
  cp-end-kind: "flip-flop"
  cp_max_fo: 5
  cp-startpoint: "add_b_u1.d[0][0]"
  critPathRequiredTime_ps: 1830
  crit_path_start_kind: "flip-flop"
  r2r-start: "add_b_u1.d[0][0]"
  crit_arrival_ps: 1730
  path_class: "flip-flop to flip-flop"
  slowest_delay_ps: 380
  crit_slowest_cell: "dfxtp_4"
run:
  drv_cap: 0
  warnings: 25
detailed_routing:
  dr_total_vias: 331
  viasPerCell: 3.25
  wirelength_microns: 760
  route.detailed.drc: 0
  antenna_cells: 0
  drtAntennaViolNets: 0
  drtPass1Iterations: 1
  wire_per_inst_microns: 7.45
  drt_iter0_drc: 0
timing:
  period_used_pct: 93.7
  setup_viol: 0
  holdWs_ps: 436
  max_freq_ghz: 0.667
  slew_headroom_pct: 86.4
  rsz0062_at_grt: "no"
  slew_viol_final: 0
  fin_setup_tns_ps: 0
  hold_violations: 0
  clock_skew_ps: 1.94
  tightest_slew_ps: 202
  period_needed_ps: 1500
power:
  irDropWorstVdd_uv: 582
  p_total_uw: 682
  p_leak_uw: 0.000265
  power_density_nw_per_um2: 970
cells_and_area:
  finalNonFillerCells: 102
  regArea_sq_um: 345
  fillCellCount: 386
  areaGrowthSynthToFinish_pct: 25.7
  fin_util_pct: 20.6
  drive_above_1_share_pct: 17.9
  layout.area.comb_sq_um: 226
cts:
  cts.path.max_buffers: 2
  clkSinkCount: 17
  clkLatencyLatePin_ps: 280
  clock-root-buffer: "clkbuf_4"
  cts_tree: "built"
  cts_hold_buf: 0
  cts_setup_buffers: 0
  clk_pin_slew_worst_paths_ps: 90
  htree_num_levels: 1
  numCtsBuffers: 3
floorplan:
  fp_util_pct: 16.4
  die_y_microns: 80
  rows: 21
  die_w_microns: 80
  dieArea_sq_um: 6400
  io_pins: 5
  core_sq_um: 3420
min_path:
  hold_path_startpoint: "add_v_u1.data_v[0]"
  min-delay-path-class: "flip-flop to flip-flop"
-- path summary, 6_finish.rpt --
path | endpoint | cells past startpoint | slack (ps)
hold / removal | add_b_u1.d[0][0] | 1 | 440
setup reg to reg | polar_u1.polar_out[0] | 5 | 100
hold reg to reg | add_b_u1.d[0][0] | 1 | 440
setup / recovery | polar_u1.polar_out[0] | 5 | 100
-- synthesized netlist by cell type --
| master | count | area, sq um |
|---|---|---|
| ha_1 | 2 | 25.0 |
| a21oi_1 | 2 | 10.0 |
| xnor2_1 | 1 | 8.76 |
| nand3b_1 | 1 | 7.51 |
| and2b_1 | 5 | 37.5 |
| nor2_1 | 3 | 11.3 |
| nor4b_2 | 1 | 15.0 |
| nor4_1 | 1 | 6.26 |
| nor3b_1 | 1 | 7.51 |
| a21oi_2 | 1 | 8.76 |
| and2_1 | 1 | 6.26 |
| nand2_1 | 1 | 3.75 |
| or3b_1 | 1 | 8.76 |
| nor2b_1 | 3 | 18.8 |
| nand4_1 | 1 | 6.26 |
| nand2b_1 | 3 | 18.8 |
| a31oi_1 | 1 | 6.26 |
| buf_4 | 1 | 7.51 |
| nor3_1 | 1 | 5.00 |
| dfxtp_1 | 17 | 340 |
-- worst max-delay path: cells and delay by family, from the launching register on --
| kind | cells | cell delay, ps |
|---|---|---|
| adder cells (fa/ha/maj) | 1 | 270 |
| flip-flops | 1 | 380 |
| AND-OR/OR-AND | 1 | 130 |
| AND/OR/NAND/NOR | 3 | 660 |
-- where the power goes --
group          switching (uW)  internal, uW
Sequential               5.02           432
Clock                     122          96.8
Combinational            11.9          14.8
Total                     139           543
-- timing repair --
item / in CTS / in global routing
endpoints found under the hold margin: 0 / 0
setup endpoints to repair: 0 / 1
resized: 0 / 5
-- logic make-up after synthesis --
| logic type | share of synthesized area [%] |
|---|---|
| simple gates | 27.3 |
| buf+inv | 1.34 |
| flops | 60.9 |
| xor+xnor | 1.57 |
| compound gates | 4.48 |
| fa+ha+maj | 4.47 |
-- layout make-up --
type	instances	share of cell area [%]
Tap cell	46	8.19
Multi-Input combinational cell	30	32.2
Timing Repair Buffer	5	6.76
Sequential cell	17	49.1
Clock buffer	4	3.74
-- per-layer routing --
metal	track usage [%]	share of wire (%)	vias up
li1	-	-	180
met1	3.16	55	141
met2	2.41	34	8
met3	1.93	10	2
met4	0.352	0.79	0
met5	0	0	-
-- registers in the layout (all words and copies together), names as in the netlist --
name,flops
add_b_u1.d,8
add_b_u1.enen,1
add_b_u1.firstv,1
add_v_u1.count,2
add_v_u1.data_v,2
polar_u1.even,1
polar_u1.polar_out,2
-- stage by stage --
step / cell area (sq um) / setup WS (ps)
2_1_floorplan: 559 / 128
3_3_place_gp: 657 / 76.8
3_5_place_dp: 657 / 19.6
4_1_cts: 683 / 0.196
5_1_grt: 703 / 21.4
6_report: 703 / 100
-- placed cells by master (no fill, tap or decap) --
cell type        synthesis  layout
a21oi_1                  2       2
and2b_1                  5       5
dfxtp_2                  0       1
nand2_1                  1       1
nor3b_1                  1       1
nor2b_1                  3       3
a31oi_1                  1       1
xnor2_1                  1       1
nor2_1                   3       3
clkbuf_1                 0       1
ha_1                     2       1
and2_4                   0       1
nand2b_1                 3       3
nor4_1                   1       1
nand4_1                  1       1
ha_4                     0       1
clkdlybuf4s50_1          0       4
a21oi_2                  1       1
dfxtp_1                 17      15
buf_4                    1       1
nor3_1                   1       1
clkbuf_4                 0       3
nor4b_2                  1       1
or3b_1                   1       1
nand3b_1                 1       1
dfxtp_4                  0       1
Power figures rest on the tool's default switching activity, not on a simulated workload.
